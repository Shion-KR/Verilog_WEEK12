==> flow/design.v <==
`timescale 1ns / 1ps
module oneshot_universal(clk, rst, btn, btn_trig);
parameter WIDTH = 1;
input clk, rst;
input [WIDTH-1:0] btn;
reg [WIDTH-1:0] btn_reg;
output reg [WIDTH-1:0] btn_trig;
always @(negedge rst or posedge clk) begin
    if(!rst) begin
        btn_reg <= {WIDTH{1'b0}};
        btn_trig <= {WIDTH{1'b0}};
    end
    else begin
        btn_reg <= btn;
        btn_trig <= btn & ~btn_reg;
    end
end    
endmodule
module LCD_cursor(rst, clk, LCD_E, LCD_RS, LCD_RW, LCD_DATA, LED_out, number_btn, control_btn);
input rst, clk;
input [9:0] number_btn;
input [1:0] control_btn;
wire [9:0] number_btn_t;
wire [1:0] control_btn_t;
oneshot_universal #(.WIDTH(12)) O1(clk, rst, {number_btn[9:0], control_btn[1:0]}, {number_btn_t[9:0], control_btn_t[1:0]});
output LCD_E, LCD_RS, LCD_RW;
output reg [7:0] LCD_DATA;
output reg [7:0] LED_out;
wire LCD_E;
reg LCD_RS, LCD_RW;
reg [7:0] cnt;
reg [2:0] state;
parameter DELAY = 3'b000,
          FUNCTION_SET = 3'b001,
          DISP_ONOFF = 3'b010,
          ENTRY_MODE = 3'b011,
          SET_ADDRESS = 3'b100,
          DELAY_T = 3'b101,
          WRITE = 3'b110,
          CURSOR = 3'b111;
always @(posedge clk or negedge rst)
begin
    if(!rst) begin
        state <= DELAY;
        LED_out <= 8'b0000_0000;
    end
    else begin
        case(state)
            DELAY : begin
                if(cnt == 70) state <= FUNCTION_SET;
                LED_out <= 8'b1000_0000;
            end
            FUNCTION_SET : begin
                if(cnt == 30) state <= DISP_ONOFF;
                LED_out <= 8'b0100_0000;
            end
            DISP_ONOFF : begin
                if(cnt == 30) state <= ENTRY_MODE;
                LED_out <= 8'b0010_0001;
            end
            ENTRY_MODE : begin
                if(cnt == 30) state <= SET_ADDRESS;
                LED_out <= 8'b0001_0000;
            end
            SET_ADDRESS : begin
                if(cnt == 100) state <= DELAY_T;
                LED_out <= 8'b0000_1000;
            end
            DELAY_T : begin
                state <= |number_btn_t ? WRITE : (|control_btn_t ? CURSOR : DELAY_T);
                LED_out <= 8'b0000_0100;
            end
            WRITE : begin
                if(cnt == 30) state <= DELAY_T;
                LED_out <= 8'b0000_0010;
            end
            CURSOR : begin
                if(cnt == 30) state <= DELAY_T;
                LED_out <= 8'b0000_0001;
            end
        endcase
    end
end
always @(posedge clk or negedge rst)
begin
    if(!rst)
        cnt <= 8'b0000_0000;
    else
    begin
        case(state)
            DELAY :
                if(cnt >= 70) cnt <= 0;
                else cnt <= cnt + 1;
            FUNCTION_SET :
                if(cnt >= 30) cnt <= 0;
                else cnt <= cnt + 1;
            DISP_ONOFF :
                if(cnt >= 30) cnt <= 0;
                else cnt <= cnt + 1;
            ENTRY_MODE :
                if(cnt >= 30) cnt <= 0;
                else cnt <= cnt + 1;
            SET_ADDRESS :
                if(cnt >= 100) cnt <= 0;
                else cnt <= cnt + 1;
            DELAY_T :
                cnt <= 0;
            WRITE :
                if(cnt >= 30) cnt <= 0;
                else cnt <= cnt + 1;
            CURSOR :
                if(cnt >= 30) cnt <= 0;
                else cnt <= cnt + 1;
        endcase
    end
end
always @(posedge clk or negedge rst)
begin
    if(!rst)
        {LCD_RS, LCD_RW, LCD_DATA} <= 10'b0_0_0011_0001;
    else
    begin
        case(state)
            FUNCTION_SET :
                {LCD_RS, LCD_RW, LCD_DATA} <= 10'b0_0_0011_1000;
            DISP_ONOFF :
                {LCD_RS, LCD_RW, LCD_DATA} <= 10'b0_0_0000_1111;
            ENTRY_MODE :
                {LCD_RS, LCD_RW, LCD_DATA} <= 10'b0_0_0000_0110;
            SET_ADDRESS :
                {LCD_RS, LCD_RW, LCD_DATA} <= 10'b0_0_0000_0010;
            DELAY_T :
                {LCD_RS, LCD_RW, LCD_DATA} <= 10'b0_0_0000_1111;
            WRITE : begin
                if(cnt == 20) begin
                    case(number_btn)
                        10'b1000_0000_00 : {LCD_RS, LCD_RW, LCD_DATA} <= 10'b1_0_0011_0001;  
                        10'b0100_0000_00 : {LCD_RS, LCD_RW, LCD_DATA} <= 10'b1_0_0011_0010;  
                        10'b0010_0000_00 : {LCD_RS, LCD_RW, LCD_DATA} <= 10'b1_0_0011_0011;  
                        10'b0001_0000_00 : {LCD_RS, LCD_RW, LCD_DATA} <= 10'b1_0_0011_0100;  
                        10'b0000_1000_00 : {LCD_RS, LCD_RW, LCD_DATA} <= 10'b1_0_0011_0101;  
                        10'b0000_0100_00 : {LCD_RS, LCD_RW, LCD_DATA} <= 10'b1_0_0011_0110;  
                        10'b0000_0010_00 : {LCD_RS, LCD_RW, LCD_DATA} <= 10'b1_0_0011_0111;  
                        10'b0000_0001_00 : {LCD_RS, LCD_RW, LCD_DATA} <= 10'b1_0_0011_1000;  
                        10'b0000_0000_10 : {LCD_RS, LCD_RW, LCD_DATA} <= 10'b1_0_0011_1001;  
                        10'b0000_0000_01 : {LCD_RS, LCD_RW, LCD_DATA} <= 10'b1_0_0011_0000;  
                    endcase
                end
                else {LCD_RS, LCD_RW, LCD_DATA} <= 10'b0_0_0000_1111;
            end
            CURSOR : begin
                if(cnt == 20) begin
                    case(control_btn)
                        2'b10 : {LCD_RS, LCD_RW, LCD_DATA} <= 10'b0_0_0001_0000;  
                        2'b01 : {LCD_RS, LCD_RW, LCD_DATA} <= 10'b0_0_0001_0100;  
                    endcase
                end
                else {LCD_RS, LCD_RW, LCD_DATA} <= 10'b0_0_0000_1111;
            end
        endcase
    end
end
assign LCD_E = clk;
endmodule
==> flow/run.sh <==
#!/bin/bash
# OpenROAD 26Q1-2900-gdf79404cd8, Yosys 0.63+post, stock flow scripts
make -C /OpenROAD-flow-scripts/flow DESIGN_CONFIG=/design/flow/config.mk WORK_HOME=/design/flow/orfs finish
==> flow/config.mk <==
export PLATFORM = sky130hd
export DESIGN_NAME = LCD_cursor
export DESIGN_NICKNAME = LCD_cursor
export VERILOG_FILES = /design/flow/design.v
export SDC_FILE = /design/flow/constraint.sdc
export NUM_CORES = 4
export LEC_CHECK = 1
export CORE_UTILIZATION = 50
==> flow/constraint.sdc <==
current_design LCD_cursor

set clk_period 2.8
set clk_io_pct 0.2

create_clock -name clk0 -period $clk_period [get_ports {clk}]

set non_clock_inputs [all_inputs -no_clocks]
set_input_delay [expr $clk_period * $clk_io_pct] -clock clk0 $non_clock_inputs
set_output_delay [expr $clk_period * $clk_io_pct] -clock clk0 [all_outputs]
==> flow_metrics.tcl <==
# metrics dict for downstream scripts
set metrics [dict create \
    status "finished, final reports clean" \
    instances_no_fill 315 \
    finalMaxSlewViolations 0 \
    synth.top_cells.by_area "sky130_fd_sc_hd__dfrtp_1 52%, sky130_fd_sc_hd__dfstp_2 4.3%, sky130_fd_sc_hd__nor2b_1 4.1%" \
    grt_setup_unrepaired "false" \
    cts_hold_buf 0 \
    xor_share_pct 3.95 \
    ys_sh_mux_pct 3.64 \
    floorplan.initialDensity_pct 51.7 \
    lay_top_count "sky130_fd_sc_hd__dfrtp_1" \
    ys.flop_type "sky130_fd_sc_hd__dfrtp_1" \
    warnings 29 \
    post-cts-setup-buffers 0 \
    setup_viol_count_final 0 \
    timing.critical_path.slowest_cell_delay_ns 0.39 \
    cts.reportedPaths.clkPinSlew_ns 0.09 \
    num_io_pins 33 \
    synth.lib_cells_used.distinct 48 \
    cp.buffers_inverters 3 \
    die_outline_area_um2 5170 \
    drt_pass1_iterations 4 \
    die_w_um 71.9 \
    drt-initial-drc-count 51 \
    clock_skew_ns 0.00744 \
    filler_cell_count_in_the_final_layout 367 \
    critPathCaptureType "primary output" \
    max_slew_headroom_at_the_worst_pin_pct 55.0 \
    power_leakage_nw 1.23 \
    synth-edff-count 0 \
    core_um2 4720 \
    grt_max_degree 56 \
    critPathRequiredTime_ns 2.24 \
    ant_nets 0 \
    synth-seq-area-share_pct 56.6 \
    postRouteWirelength_um 4340 \
    crit_chain "clkbuf_8 -> clkbuf_8 -> clkdlybuf4s50_1" \
    synth.cellmix.adderShare_pct 2.05 \
    final-hold-violation-count 0 \
    synth-async-reset-ratio_pct 100 \
    grt_overflow 0 \
    yosys.stat.chipArea_um2 2440 \
    drive_gt1_share_pct 16.5 \
    post_cts_resized 0 \
    fp-row-count 25 \
    place_congestion 1.01 \
    number_of_port_buffers 29 \
    worst_ep_arrival_time_ns 2.01 \
    fin_util_pct 62.2 \
    critPathMaxFanout 2 \
    num_vias 1653 \
    post_drt_via_cell_ratio 5.25 \
    compound_area_share_pct 11.4 \
    peakVddDrop_v 0.000329 \
    power-per-cell-area_nw_per_um2 540 \
    share_of_synthesized_cell_area_in_and_or_nand_and_nor_gates_pct 16.9 \
    grt_first_pass_wirelength_um 7710 \
    grt_pass1_vias 1600 \
    drt_drc 0 \
    dp.final_hpwl_um 3160 \
    most-common-layout-cells "51 x sky130_fd_sc_hd__dfrtp_1, 28 x sky130_fd_sc_hd__clkdlybuf4s50_1, 18 x sky130_fd_sc_hd__nor2_1, 16 x sky130_fd_sc_hd__nor2b_1, 14 x sky130_fd_sc_hd__o21ai_0" \
    yosysWarningCount 2 \
    placed_cells 304 \
    cap_violations 0 \
    syn_avg_cell_area_um2 11.4 \
    count_of_state_elements_after_synthesis 55 \
    yosys-stat-cells 215 \
    path_class "clk2out" \
    synth_top_area_share_pct 52.3 \
    post_synth_instance_area_um2 2440 \
    wire_per_inst_um 13.8 \
    cp_common_cell "sky130_fd_sc_hd__clkbuf_8" \
    groute.usage.overall_pct 20.1 \
    tritoncts "yes" \
    chipHeight_um 71.9 \
    main_logic_family_after_synthesis "simple AND/OR/NAND/NOR gates" \
    max_slew.worst_pin.slew_ns 0.675 \
    grt_antenna_before_repair 0 \
    number_of_standard_cells_after_synthesis 215 \
    type_of_origin_of_the_critical_path "clock port" \
    crit_family "buffers and inverters" \
    hold_path.class "in2async" \
    insertedDiodeCount 0 \
    cpMaxStageDelayCell "sky130_fd_sc_hd__clkdlybuf4s50_1" \
    timing.setup.tns_ns 0 \
    synth_area_leader_cell "sky130_fd_sc_hd__dfrtp_1" \
    area_delta_synth_final_pct 20.3 \
    clock_insertion_delay_worst_skew_ns 0.40 \
]
-- final cells by class --
cell class | instances | area, um2 | share of cell area (%)
Sequential cell | 55 | 1380 | 47.0
Multi-Input combinational cell | 138 | 942 | 32.1
Timing Repair Buffer | 36 | 335 | 11.4
Clock buffer | 10 | 134 | 4.56
Tap cell | 67 | 83.8 | 2.85
Clock inverter | 2 | 35.0 | 1.19
Inverter | 7 | 26.3 | 0.894
-- where the power goes --
group / internal (mW) / switching, mW
Clock: 0.403 / 0.254
Sequential: 0.815 / 0.0121
Combinational: 0.0467 / 0.0553
Total: 1.27 / 0.322
-- synthesized netlist by cell type, drive strengths merged (2+ instances only) --
| cell | n |
|---|---|
| clkbuf | 7 |
| dfstp | 4 |
| xor2 | 6 |
| ha | 4 |
| nand2 | 7 |
| nor3 | 7 |
| or4 | 2 |
| a211oi | 2 |
| inv | 7 |
| buf | 10 |
| o31ai | 2 |
| nand4 | 3 |
| a22o | 2 |
| or3 | 3 |
| a21oi | 3 |
| o211ai | 3 |
| xnor2 | 5 |
| mux2 | 7 |
| o21ai | 14 |
| o2111ai | 3 |
| nand3 | 6 |
| nor2 | 19 |
| nor4 | 3 |
| dfrtp | 51 |
| o21a | 3 |
| nor2b | 17 |
| nor3b | 2 |
-- logic make-up (layout without fill, tap and decap cells) --
group | count (synthesis) | count (layout)
adder cells (fa/ha/maj) | 4 | 4
AND/OR/NAND/NOR | 73 | 73
AND-OR/OR-AND | 38 | 38
flip-flops | 55 | 55
XOR/XNOR | 11 | 11
multiplexers | 8 | 8
other | 1 | 4
buffers and inverters | 25 | 55
-- metrics by stage --
stage | hold slack, ns | area, um2 | power (mW) | setup WS (ns)
floorplan | 0.264 | 2450 | 0.907 | 0.695
global placement | 0.381 | 2780 | 0.967 | 0.0895
detailed placement | 0.383 | 2780 | 0.970 | 0.0232
CTS | 0.291 | 2940 | 1.60 | 0.217
global route | 0.315 | 2940 | 1.66 | 0.201
finish | 0.259 | 2940 | 1.59 | 0.227
-- routing by layer --
metal / part of all wire [%] / wire length [um] / vias to the layer above / GRT usage [%]
met5: 0 / 0 / - / 0
met4: 1.2 / 53 / 0 / 2.18
met3: 3.7 / 162 / 5 / 4.56
met2: 47 / 2060 / 38 / 30.9
met1: 48 / 2070 / 815 / 32.2
li1: - / - / 795 / -
-- final timing paths --
check	slack [ns]	from	to	depth (start not counted)
setup / recovery	0.23	clk	LCD_E	3
hold / removal	0.26	rst	cnt[5]	2
setup reg to reg	0.72	cnt[5]	LCD_DATA[1]	5
hold reg to reg	0.39	O1.btn_reg[2]	O1.btn_trig[2]	1
max in group asynchronous	2.07	rst	LCD_DATA[1]	2
min in group clk0	0.39	O1.btn_reg[2]	O1.btn_trig[2]	1
Power figures rest on the tool's default switching activity, not on a simulated workload.
